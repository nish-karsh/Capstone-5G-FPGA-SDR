<file path="/design/flow/config.mk">
export PLATFORM = sky130hd
export DESIGN_NAME = compifft4
export DESIGN_NICKNAME = compifft4
export VERILOG_FILES = /design/flow/design.v
export SDC_FILE = /design/flow/constraint.sdc
export NUM_CORES = 4
export LEC_CHECK = 1
export CORE_UTILIZATION = 50
</file>
<file path="/design/flow/run.sh">
#!/bin/bash
# OpenROAD 26Q1-2900-gdf79404cd8, Yosys 0.63+post, stock flow scripts
make -C /OpenROAD-flow-scripts/flow DESIGN_CONFIG=/design/flow/config.mk WORK_HOME=/design/flow/orfs finish
</file>
<file path="/design/flow/design.v">
`timescale 1ns / 1ps
module compiff2(ce,clk,yc1,imgc1,yc2,imgc2,xd1,imgd1,xd2,imgd2);
input ce,clk;
input signed [7:0] yc1,imgc1,yc2,imgc2;
output reg signed [7:0] xd1,imgd1,xd2,imgd2;
always @(posedge clk)
begin
xd1 = (yc1 + yc2)/2;
imgd1 = (imgc1 + imgc2)/2;
xd2 = (yc1 - yc2)/2;
imgd2 = (imgc1 - imgc2)/2;
end
endmodule
`timescale 1ns / 1ps
module compifft4(ce,clk,ye1,imge1,ye2,imge2,ye3,imge3,ye4,imge4,xf1,imgf1,xf2,imgf2,xf3,imgf3,xf4,imgf4);
input ce,clk;
input signed [7:0] ye1,imge1,ye2,imge2,ye3,imge3,ye4,imge4;
output reg signed [7:0] xf1,imgf1,xf2,imgf2,xf3,imgf3,xf4,imgf4;
wire signed [7:0] za1,imgz1,za2,imgz2,za3,imgz3,za4,imgz4;
compiff2 a0(ce,clk,ye1,imge1,ye3,imge3,za1,imgz1,za2,imgz2);
compiff2 a1(ce,clk,ye2,imge2,ye4,imge4,za3,imgz3,za4,imgz4);
always @(posedge clk)
begin
xf1 = (za1 + za3)/2;
imgf1 = (imgz1 + imgz3)/2;
xf2 = (za2 - imgz4)/2;
imgf2 = (imgz2 + za4)/2;
xf3 = (za1 - za3)/2;
imgf3 = (imgz1 - imgz3)/2;
xf4 = (za2 + imgz4)/2;
imgf4 = (imgz2 - za4)/2;
end
endmodule
</file>
<file path="/design/flow/constraint.sdc">
current_design compifft4

set clk_period 5.4
set clk_io_pct 0.2

create_clock -name clk0 -period $clk_period [get_ports {clk}]

set non_clock_inputs [all_inputs -no_clocks]
set_input_delay [expr $clk_period * $clk_io_pct] -clock clk0 $non_clock_inputs
set_output_delay [expr $clk_period * $clk_io_pct] -clock clk0 [all_outputs]
</file>
==> out/metrics.cfg <==
[clock_tree]
cts_hold_buf = 0
post_cts_buffers = 0
cts_buffer_depth = 2
cts_resized = 0
cts_buffers = 17
cts.clk_slew.worst_paths_ps = 50
h-tree-depth = 4
clock-sinks = 128
ctsRootBufferMaster = clkbuf_16
clock_latency_ps = 420
tritoncts = yes

[min_path]
hold_path_depth = 2
hold_path_class = flip-flop to flip-flop

[timing]
relSlewSlack_pct = 40.75
finalClockSkew_ps = 11.20
hold_violations = 0
max_freq_mhz = 237.2
tns_ps = 0
finalSetupViolations = 0
finalCriticalPeriod_ps = 4215
fin_crit_sh_pct = 78.06
tightest_slew_ps = 877.6
drv_slew = 0
rsz0062_at_grt = no

[critical_path]
max_stage_delay_ps = 480
arrival_ps = 4510
cpMostUsedCell = a21oi_1
start_kind = input port
worstPathRequired_ps = 5690
critPathCaptureType = flip-flop
path_cells = clkdlybuf4s50_1 > ha_1 > inv_1 > fa_1 > a21oi_1 > o21bai_1 > a21oi_1 > nor2_1 > nor4_1 > a21oi_1 > nor2_1 > ha_1 > o2111a_1 > o211ai_1 > nor4bb_1 > nand2_1 > xor2_1
crit_type = input port to flip-flop
cp_slowest_cell = clkdlybuf4s50_1
reg2reg_depth = 17
cp_max_fo = 3

[logic_synthesis]
yosysChipArea_um2 = 10340
synth_cell_type_count = 80
synth_seq_share_pct = 24.77
ys_cells = 1180
synth_async_sr_flop_share_pct = 0
syn-instance-count = 1180
synth_flops = 128
syn-mean-instance-area_um2 = 8.767
synth_top_area_share_pct = 24.77
yosys.area.top_type = dfxtp_1
yosys_warnings = 2
syn_area_um2 = 10340
ys.flop_type = dfxtp_1
enable_flop_cells = 0
area_leaders = dfxtp_1, ha_1, xnor2_1

[global_routing]
grt_max_degree = 17
overflow = 0
grt_pass1_wl_um = 34480
antenna_found_initial = 0
grt_pass1_vias = 7370
grt_usage_pct = 20.26

[place]
place.gp.congestion = 0.9201
dpl.cell_count = 1545
io_buffers = 128
hpwl_um = 16830

[route]
drtAntennaViolNets = 0
drc = 0
drt-total-wl_um = 20560
routed_via_density = 5.004
diodes = 0
routedWlPerCell_um = 13.03
drtIter0Drc = 245
dr.pass1.iters = 4
via_count = 7891

[floorplanning]
ios = 130
coreArea_um2 = 20230
die_h_um = 145.8
dieWidth_um = 145.8
rows = 52
initCoreUtil_pct = 51.13
chipArea_um2 = 21270

[pwr]
p_leak_nw = 5.362
power_density_nw_per_um2 = 459.2
vdd_drop_max_v = 0.0002287

[outcome]
status = finished clean

[final_layout]
area_growth_syn_to_layout_pct = 19.22
final_cells = 1577
drive_above_1_share_pct = 4.208
fin_util_pct = 60.95

[job]
cap_violations = 0
warnings = 102

[worst paths after layout]
path,startpoint,endpoint,slack (ps)
worst max-delay path,imge4[0],a1.imgd2[7],1180
worst min-delay path,a1.imgd2[1],xf4[0],760
worst min register to register,a1.imgd2[1],xf4[0],760
worst max register to register,a0.imgd2[0],imgf4[7],1370
[through the flow]
step / area, um^2 / power [mW] / setup WS (ps) / hold slack [ps]
2_1_floorplan: 10340 / 3.625 / 1583 / 679.1
3_3_place_gp: 11790 / 4.644 / 804.2 / 761.7
3_5_place_dp: 11790 / 4.643 / 768.6 / 737.2
4_1_cts: 12330 / 5.729 / 1210 / 765.5
5_1_grt: 12330 / 6.171 / 801.6 / 815.7
6_report: 12330 / 5.663 / 1185 / 761.9
[cells in the mapped netlist, drive strengths merged, types with 8 or more instances]
master and instances:
fa 16, nor3 21, o21a 19, o21bai 18
a211oi 8, o21ai 36, nor3b 13, nand2b 17
xnor2 128, nand2 53, nor2 95, buf 13
xor2 58, o31a 8, nor4 10, clkbuf 19
nand4 11, a21oi 65, ha 168, dfxtp 128
inv 130, nand3 17, nor2b 23
[area by class of cell]
type,instances,area [um^2]
well taps,270,337.8
flip-flops and latches,128,2562
fillers,1751,7901
multi-input cells,889,7122
inverters,130,488.0
clock inverters,11,91.34
repair buffers,128,1281
clock buffers,21,450.4
[kinds of logic after synthesis]
group                      share of synthesized area (%)
and+or+nand+nor                                    15.41
muxes                                             0.5080
AOI/OAI and AO/OA                                  13.76
adders and majority gates                          23.42
DFF                                                24.77
buffers and inverters                              6.386
xor gates and xnor gates                           15.75
[layer usage]
metal	track usage [%]	vias to the layer above	wire length, um
met5	0	-	0
met1	29.81	3554	10190
met2	32.92	124	9336
met3	3.616	16	848
met4	1.684	0	186
li1	-	4197	-
[power by group]
part | total [mW] | leakage [nW] | switching (mW) | internal (mW)
clock network | 1.04 | 0.262 | 0.403 | 0.639
registers | 1.48 | 1.08 | 0.141 | 1.34
logic | 3.14 | 4.02 | 1.56 | 1.58
total | 5.66 | 5.36 | 2.11 | 3.56
[cells in the final DEF, fill, tap and decap left out, drive strengths merged, types with 10 or more instances in the layout]
cell type | Yosys | layout
o21ai | 36 | 36
nor3b | 13 | 13
nor3 | 21 | 21
nand3 | 17 | 17
o21a | 19 | 19
xor2 | 58 | 58
clkdlybuf4s50 | 0 | 128
a21oi | 65 | 65
dfxtp | 128 | 128
nor4 | 10 | 10
inv | 130 | 130
nand2 | 53 | 53
nand2b | 17 | 17
ha | 168 | 168
clkbuf | 19 | 21
fa | 16 | 16
nor2 | 95 | 95
nand4 | 11 | 11
o21bai | 18 | 18
xnor2 | 128 | 128
nor2b | 23 | 23
[worst max-delay path, delay by kind of cell]
family          cells  cell delay (ps)
compound gates      6              910
simple gates        5             1020
fa+ha+maj           3              810
buf+inv             2              530
xor+xnor            1              150
Power is estimated from default activity; no workload was simulated.
