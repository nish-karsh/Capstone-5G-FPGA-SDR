==> design/flow/design.v <==
`timescale 1ns / 1ps
module compff2(ce,clk,x1,img1,x2,img2,y1,img3,y2,img4);
input ce,clk;
input signed [15:0] x1,img1,x2,img2;
output reg signed [15:0] y1,img3,y2,img4;
always @(posedge clk)
begin
y1 = x1+x2;
img3 = img1+ img2 ;
y2 = x1-x2;
img4 = img1 - img2;
end
endmodule
`timescale 1ns / 1ps
module compff4(ce,clk,xa1,imga1,xa2,imga2,xa3,imga3,xa4,imga4,yb1,imgb1,yb2,imgb2,yb3,imgb3,yb4,imgb4);
input ce,clk;
input signed[15:0] xa1,imga1,xa2,imga2,xa3,imga3,xa4,imga4;
output reg signed [15:0]yb1,imgb1,yb2,imgb2,yb3,imgb3,yb4,imgb4;
wire signed [15:0] yc1,imgc1,yc2,imgc2,yc3,imgc3,yc4,imgc4;
compff2 a0(ce,clk,xa1,imga1,xa3,imga3,yc1,imgc1,yc2,imgc2);
compff2 a1(ce,clk,xa2,imga2,xa4,imga4,yc3,imgc3,yc4,imgc4);
always @(posedge clk)
begin 
yb1 = yc1 + yc3;
imgb1 = imgc1 + imgc3;
yb2 = yc2 + imgc4;
imgb2 =  imgc2 - yc4 ;
yb3 = yc1 - yc3;
imgb3 = imgc1 - imgc3;
yb4 = yc2 - imgc4;
imgb4 = imgc2 +  yc4 ;
end
endmodule
`timescale 1ns / 1ps
module compff8(ce,clk,xg1,imgg1,xg2,imgg2,xg3,imgg3,xg4,imgg4,xg5,imgg5,xg6,imgg6,xg7,imgg7,xg8,imgg8,yh1,imgh1,yh2,imgh2,yh3,imgh3,yh4,imgh4,yh5,imgh5,yh6,imgh6,yh7,imgh7,yh8,imgh8);
input ce,clk;
input signed[15:0] xg1,imgg1,xg2,imgg2,xg3,imgg3,xg4,imgg4,xg5,imgg5,xg6,imgg6,xg7,imgg7,xg8,imgg8;
output reg signed[15:0] yh1,imgh1,yh2,imgh2,yh3,imgh3,yh4,imgh4,yh5,imgh5,yh6,imgh6,yh7,imgh7,yh8,imgh8;
wire signed [15:0] ya[7:0],imga[7:0];
compff4 b1(ce,clk,xg1,imgg1,xg3,imgg3,xg5,imgg5,xg7,imgg7,ya[0],imga[0],ya[1],imga[1],ya[2],imga[2],ya[3],imga[3]);
compff4 b2(ce,clk,xg2,imgg2,xg4,imgg4,xg6,imgg6,xg8,imgg8,ya[4],imga[4],ya[5],imga[5],ya[6],imga[6],ya[7],imga[7]);
always @(posedge clk)                
begin
yh1 = ya[0] + ya[4]  ;
imgh1 = imga[0] + imga[4] ;
yh2 = ya[1]+ ((ya[5] + imga[5])*(0.707)) ;
imgh2 = imga[1]+ ((imga[5] - ya[5])*(0.707)) ;
yh3 = ya[2] + imga[6];
imgh3 = imga[2] - ya[6];
yh4 = ya[3] + ((imga[7] - ya[7])*(0.707));
imgh4 = imga[3] -((ya[7] + imga[7])*(0.707));
yh5 = ya[0] - ya[4];
imgh5 = imga[0] + imga[4];
yh6 = ya[1] - ((ya[5] + imga[5])*(0.707));
imgh6 = imga[1] + (( ya[5] - imga[5])*(0.707));
yh7 = ya[2] - imga[6];
imgh7 = imga[2] + ya[6];
yh8 = ya[3] + ((ya[7] - imga[7])*(0.707));
imgh8 = imga[3] +((ya[7] + imga[7])*(0.707));
end
endmodule
==> design/flow/run.sh <==
#!/bin/bash
# OpenROAD 26Q1-2900-gdf79404cd8, Yosys 0.63+post, stock flow scripts
make -C /OpenROAD-flow-scripts/flow DESIGN_CONFIG=/design/flow/config.mk WORK_HOME=/design/flow/orfs finish
==> design/flow/config.mk <==
export PLATFORM = sky130hd
export DESIGN_NAME = compff8
export DESIGN_NICKNAME = compff8
export VERILOG_FILES = /design/flow/design.v
export SDC_FILE = /design/flow/constraint.sdc
export NUM_CORES = 4
export LEC_CHECK = 1
export CORE_UTILIZATION = 50
==> design/flow/constraint.sdc <==
current_design compff8

set clk_period 9.8
set clk_io_pct 0.2

create_clock -name clk0 -period $clk_period [get_ports {clk}]

set non_clock_inputs [all_inputs -no_clocks]
set_input_delay [expr $clk_period * $clk_io_pct] -clock clk0 $non_clock_inputs
set_output_delay [expr $clk_period * $clk_io_pct] -clock clk0 [all_outputs]
==> results_slide.txt <==
Physical Implementation Snapshot

Outcome
  • Status: finished clean

Worst hold path
  • Hold Path End: imgh6[0]
  • Hold path start: b1.imgb4[0]
  • Hold Path Class: flop to flop
  • Hold depth: 1

Routing
  • Vias per cell: 5.18
  • Residual DRC count: 0
  • Total number of vias: 38300
  • Routed Antenna Nets: 0
  • Post-Route WL: 141000 um
  • Initial DRC count: 2467
  • Pre-Repair DR Iteration Count: 5
  • Drt wl/cell: 19.1 um

Timing
  • Post-route clock period utilization: 0.462
  • FMAX: 0.221 GHz
  • Worst Tran Pin Value: 1.02 ns
  • Worst Clk Skew: 0.0174 ns
  • Final worst path period need: 4.52 ns
  • Worst slew margin: 0.321
  • # setup viols final: 0
  • Slew Limit Fails: 0
  • RSZ-0062 raised after global routing: false
  • Setup TNS: 0 ns
  • Final Hold Fails: 0

Finish
  • Area Overhead vs Synth: 17.7%
  • Layout cells sized above 1: 0.0341
  • Number of fillers in the final layout: 8431

Critical path
  • Worst path max stage delay: 0.45 ns
  • Slowest-stage cell, CP: ha_1
  • R2r endpoint: imgh4[15]
  • Reg2Reg Depth: 18
  • Crit path DRT: 10.33 ns
  • WP data arrival: 5.05 ns
  • Crit start category: flop
  • Critical Path Sink Type: flop
  • CP Max Fanout: 8
  • Critical path's most frequent cell: nor2_1
  • Reg2reg setup slack: 5.28 ns
  • Critical R2R Launch: b2.yb2[0]
  • WS Path Type: flop to flop
  • Crit-path cells: ha_1 -> fa_1 -> a21o_1 -> a21oi_2 -> nor2b_2 -> nor3_1 -> nor2_1 -> a21oi_1 -> xnor2_1 -> ha_1 -> nand2b_1 -> a21oi_1 -> nor2_1 -> nor2_1 -> a211oi_1 -> o2bb2ai_1 -> o31ai_1 -> xnor2_1

Synthesis
  • Adder Share, Synth: 0.230
  • AO/OA Area Share: 0.178
  • XOR-XNOR Cells, Area Fraction: 0.115
  • Unique cell types: 81
  • Dominant synthesized flop cell: dfxtp_1
  • Top logic family: adder cells
  • Synth flops: 729
  • Synthesized area: 49400 um2
  • Cell count listed in synth_stat.txt: 5641
  • Yosys chip area: 49400 um2
  • Synth Seq Share: 0.295
  • Async S/R FF share, synth: 0
  • Number of enable flip-flop cells: 0
  • Syn. warnings: 19
  • Mux share: 0.00202
  • Gate Count Post-Synth: 5641
  • Syn avg cell area: 8.77 um2
  • Simple-Gate Area Share: 0.0965

Place
  • Number of buffers inserted by port buffering: 512
  • Gpl congestion: 0.992
  • Final HPWL DP: 118000 um

Clock tree
  • CTS tree: done
  • Insertion Delay late pin: 0.66 ns
  • TritonCTS Buffers: 81
  • PostCTS Resize Cnt: 0
  • Number of hold buffers added after CTS: 0
  • CTS Buffer Depth: 3
  • CTS sink cnt: 729
  • Clock transition at path regs: 0.06 ns
  • Root buf cell: clkbuf_16
  • H-Tree Depth: 3
  • Post-CTS Setup Inserts: 0

GRT
  • Largest net degree at the start of global routing: 16
  • Total GRT Usage: 0.290
  • Initial antenna violation count: 17
  • First-pass GRT wire length: 210000 um
  • Vias in the first global route: 36300
  • Total global routing overflow: 0

Die
  • DIE AREA: 100000 um2
  • Core box area: 97300 um2
  • Die X: 316 um
  • Row count: 114
  • Floorplan utilization: 0.508
  • Io pins: 514
  • Die Y: 316 um

Run
  • Total of max-cap violations: 0
  • Number of OpenROAD warnings: 378
-- cells in the final DEF, fill, tap and decap left out, types with 13 or more instances in the layout --
cell type,count
inv_1,862
nand4_1,17
xnor2_1,463
nand3_1,44
nand2b_1,66
a311oi_1,24
or3_1,14
clkdlybuf4s50_1,512
o31a_1,13
o41ai_1,18
clkinvlp_4,16
o22ai_1,16
a31o_2,14
or4_1,17
o211ai_1,24
nor4_1,23
o21ai_0,192
xor2_1,189
o21ai_1,26
dfxtp_1,729
nand2_1,89
a21oi_1,490
o21a_1,67
fa_1,105
nor2_1,450
ha_1,741
nor2b_1,90
a211o_1,18
a21o_1,110
a31oi_1,59
clkbuf_16,81
o31ai_1,29
nor3_1,93
and3_1,33
o21bai_1,125
a211oi_1,26
-- routing by layer --
layer	wire (um)	vias up	global-route usage
met5	36	-	0
met4	4120	6	0.0730
met3	8470	171	0.0552
met2	64200	944	0.453
met1	64400	17700	0.423
li1	-	19500	-
-- cells by family after synthesis --
group | after synthesis
XOR/XNOR | 652
adder cells (fa/ha/maj) | 846
flip-flops | 729
buffers and inverters | 1049
AND-OR/OR-AND | 1365
AND/OR/NAND/NOR | 990
multiplexers | 10
-- worst max-delay path by stage --
stage     slack, ns       from        end  depth (start not counted)
4_1_cts        5.33  b2.yb2[0]  imgh4[15]                         18
5_1_grt        4.88  b2.yb2[0]  imgh4[13]                         17
6_report       5.28  b2.yb2[0]  imgh4[15]                         18
-- cell usage after synthesis, drive strengths merged, types with 93 or more instances --
cell type,n,share of area
a21oi,495,0.050
nor2,450,0.034
clkbuf,112,0.0086
o21bai,125,0.019
fa,105,0.043
xor2,189,0.033
nor3,93,0.0094
xnor2,463,0.082
a21o,110,0.017
ha,741,0.19
o21ai,219,0.022
inv,862,0.065
dfxtp,729,0.30
-- cell type report --
type / instances / area (um2) / area share
Timing Repair Buffer: 512 / 5120 / 0.0880
Sequential cell: 729 / 14600 / 0.251
Inverter: 867 / 3250 / 0.0559
Antenna cell: 7 / 17.5 / 0.000301
Tap cell: 1276 / 1600 / 0.0274
Clock buffer: 97 / 2140 / 0.0367
Multi-Input combinational cell: 3863 / 30800 / 0.529
Clock inverter: 53 / 714 / 0.0123
-- critical path, delay by kind of cell (launching register included) --
| family | cells | cell delay, ns |
|---|---|---|
| adder cells (fa/ha/maj) | 3 | 1.23 |
| XOR/XNOR | 2 | 0.47 |
| AND-OR/OR-AND | 7 | 1.45 |
| flip-flops | 1 | 0.39 |
| AND/OR/NAND/NOR | 6 | 0.85 |
-- per-stage QoR --
step | instances | area, um2 | setup slack (ns) | utilization | hold slack [ns]
final | 7404 | 58200 | 5.28 | 0.598 | 0.556
after global placement | 7247 | 55300 | 4.84 | 0.569 | 0.506
after CTS | 7397 | 58200 | 5.33 | 0.598 | 0.553
after floorplan | 5641 | 49400 | 5.88 | - | 0.473
after detailed placement | 7247 | 55300 | 4.83 | 0.569 | 0.515
after global routing | 7400 | 58200 | 4.88 | 0.598 | 0.596
